$ cat run.sh
#!/bin/bash
# OpenROAD 26Q1-2900-gdf79404cd8, Yosys 0.63+post, stock flow scripts
make -C /OpenROAD-flow-scripts/flow DESIGN_CONFIG=/design/flow/config.mk WORK_HOME=/design/flow/orfs finish
$ cat config.mk
export PLATFORM = sky130hd
export DESIGN_NAME = delay
export DESIGN_NICKNAME = delay
export VERILOG_FILES = /design/flow/design.v
export SDC_FILE = /design/flow/constraint.sdc
export NUM_CORES = 4
export LEC_CHECK = 1
export CORE_UTILIZATION = 40
$ cat constraint.sdc
current_design delay

set clk_period 1.0
set clk_io_pct 0.2

create_clock -name clk0 -period $clk_period [get_ports {clk}]

set non_clock_inputs [all_inputs -no_clocks]
set_input_delay [expr $clk_period * $clk_io_pct] -clock clk0 $non_clock_inputs
set_output_delay [expr $clk_period * $clk_io_pct] -clock clk0 [all_outputs]
$ cat design.v
`timescale 1 ns / 1 ps
	module delay (clk,in,out); 
		parameter element_width=64; 
     input wire clk;
	 input wire[element_width-1:0] in;
    output reg [element_width-1:0]out;
	reg [element_width-1:0] pip1; 
	reg [element_width-1:0] pip2;
	reg [element_width-1:0] pip3;
	reg [element_width-1:0] pip4;
	reg [element_width-1:0] pip5;
 always @(posedge clk)
	 begin 
		pip1<=in;
		pip2<=pip1;
		pip3<=pip2;
		pip4<=pip3;
		pip5<=pip4;
		out<=pip5;
	 end
endmodule
==> out/results.md <==
| Stage | Quantity | Reported |
| --- | --- | --- |
| run status | Result of the run | finished, violations left |
| run status | Violated checks | setup timing |
| floorplan | Vertical extent of the die | 141 um |
| global routing | Remaining global-route overflow | 0 |
| clocking | CTS clock-pin slew for the worst setup and hold paths | 60 ps |
| clocking | Max clock buf depth | 3 |
| clocking | Root Buffer | sky130_fd_sc_hd__clkbuf_16 |
| global routing | Met1 usage in global routing | 14.6% |
| worst setup path | R2r setup slk | 570 ps |
| timing | Final critical-path share of the clock period | 111% |
| synthesis | Total cell area reported by yosys after synthesis | 0.00769 mm^2 |
| worst setup path | Largest fanout on the critical path | 1 |
| placed design | Detailed-placement wirelength estimate | 4220 um |
| worst setup path | Delay of the slowest cell on the worst path | 320 ps |
| global routing | Overall track demand over capacity in global routing | 9.25% |
| timing | Tightest hold margin | 148 ps |
| synthesis | Portion of the post-synthesis area used by sequential elements | 100% |
| floorplan | Floorplan core density | 41.0% |
| timing | Number of max-slew violations in the final report | 0 |
| finish | Count of multi-input gates | 0 |
| synthesis | Top-area cell type share of the netlist area | 100% |
| finish | Layout cells sized above 1 | 23.3% |
| worst setup path | Crit path buf inv count | 1 |
| power and ir drop | IR Drop Worst-Case VDD | 1480 uV |
| power and ir drop | Switching fraction of total power | 18.0% |
| worst setup path | Critical setup path kind | register to output port |
| synthesis | Most area-consuming cells after synthesis | sky130_fd_sc_hd__dfxtp_1 (100%) |
| worst setup path | Startpoint class of the critical path | register |
| timing | Worst clock skew | 4.21 ps |
| power and ir drop | Power density over cell area | 2920 mW/mm^2 |
| synthesis | Syn avg cell area | 20.0 um^2 |
| floorplan | Core Area | 0.0188 mm^2 |
| power and ir drop | Power share of the sequential group | 55.1% |
| floorplan | Count of standard-cell rows | 50 |
| floorplan | Floorplan die area | 0.0198 mm^2 |
| finish | Area grow syn2layout | 31.6% |
| synthesis | Count of unique library cells instantiated by Yosys | 1 |
| synthesis | Post-synthesis cell count | 384 |
| detailed routing | First-pass detailed-route iteration total | 3 |
| detailed routing | Remaining antenna violation count | 0 |
| placed design | GP Congestion | 0.684 |
| timing | Slew HR | 93.0% |
| timing | RSZ-0062 raised after global routing | yes |
| job | Count of tool warnings | 27 |
| timing | Tightest Pin Transition | 105 ps |
| power and ir drop | Share of power burned in combinational logic | 1.2% |
| global routing | Initial antenna violation count | 1 |
| job | Number of maximum-capacitance violations | 0 |
| detailed routing | Routed wire per std cell | 10.5 um |
| detailed routing | Remaining DRCs | 0 |
| power and ir drop | P_sw | 5.31 mW |
| timing | Final hold violation count | 0 |
| detailed routing | Total vias in the final route | 2947 |
| worst setup path | CP delay by family, top | flip-flops |
| detailed routing | 1st-iter DRT viols | 70 |
| timing | Highest attainable clock frequency | 900 MHz |
| detailed routing | Antenna diode instance count | 0 |
| clocking | Number of clock buffers inserted by TritonCTS | 36 |
| global routing | Maximum number of pins on one net before global-route repair | 16 |
| global routing | Global-route wire length before repair | 13800 um |
| power and ir drop | Cell-internal power | 24.3 mW |
| floorplan | Width of the chip | 141 um |
| global routing | Global-route met2 utilization | 11.6% |
| global routing | Vias in the first global route | 2907 |
| floorplan | IO Count | 129 |
| timing | Total of endpoints with negative setup slack in the final report | 64 |
| clocking | CTS Hold Buffers Added | 0 |
| worst setup path | Cell Chain, Critical Path | buf_2 |
| synthesis | Register bit count reported by yosys | 384 |
| timing | Final period demand of the worst path | 1110 ps |
| clocking | Clock tree from TritonCTS | yes |
| worst setup path | Critical path data required time | 800 ps |
| worst setup path | Type of destination of the critical path | output port |
| global routing | Busiest layer in global routing | met1 |
| timing | Sum of negative setup slack | -5410 ps |
| timing | Slack of the critical path | -112 ps |
| synthesis | Netlist area before placement | 0.00769 mm^2 |
| worst setup path | Critical path arrival | 910 ps |
| clocking | Clock sinks | 384 |
| detailed routing | Total Wirelength | 8450 um |
| min path | Path type of the worst min-delay path | input pin to register |
| power and ir drop | Fraction of power consumed by the clock network | 43.7% |
| synthesis | Yosys stat cell total | 384 |
| worst setup path | Crit path max-delay cell type | sky130_fd_sc_hd__dfxtp_2 |
| detailed routing | Number of vias per cell after detailed routing | 3.66 |
| placed design | Count of buffers inserted at the top-level ports | 128 |
| global routing | Met3 global-route usage | 4.36% |
| synthesis | Synth area leader | sky130_fd_sc_hd__dfxtp_1 |
| power and ir drop | Leakage power summed over all cells | 4.29 nW |
| clocking | Latest clock arrival within the worst-skew pair | 490 ps |
| finish | Gate Area | 0 um^2 |
| synthesis | Yosys Warn Count | 1 |
| clocking | CTS H-tree depth | 2 |
==> through the flow <==
step	power [mW]	util (%)	instance area, um^2	worst slack, ps	std cells
2_1_floorplan	16.5	-	7690	538	384
3_5_place_dp	17.1	49.3	9260	13.5	746
6_report	29.6	53.9	10100	-112	805
5_1_grt	30.8	53.9	10100	-153	805
3_3_place_gp	17.1	49.3	9260	17.8	746
4_1_cts	30.0	53.9	10100	-148	805
==> placed cells by master (no fill, tap or decap) <==
master,count
sky130_fd_sc_hd__dfxtp_1,367
sky130_fd_sc_hd__clkbuf_1,7
sky130_fd_sc_hd__clkinv_2,2
sky130_fd_sc_hd__bufinv_16,3
sky130_fd_sc_hd__clkbuf_8,4
sky130_fd_sc_hd__clkbuf_16,37
sky130_fd_sc_hd__clkinv_4,2
sky130_fd_sc_hd__clkdlybuf4s50_1,64
sky130_fd_sc_hd__clkinvlp_4,4
sky130_fd_sc_hd__dfxtp_2,17
sky130_fd_sc_hd__buf_2,64
==> per-layer routing <==
metal,vias to the layer above,wire length [um]
met5,-,0
met4,0,325
met3,29,926
met2,120,3170
met1,1277,4030
li1,1521,-
==> state kept, by name, summed over array words and instances, names as in the netlist <==
register and cells:
pip1 64, pip2 64, out 64, pip4 64
pip3 64, pip5 64
==> cell families after synthesis <==
logic type  count (synthesis)  share of synthesized area, %
flip-flops                384                           100
==> cells in the mapped netlist <==
cell type / count
sky130_fd_sc_hd__dfxtp_1: 384
==> power by group through the flow <==
stage | Sequential, mW | Combinational, mW | Clock, mW
6_report | 16.3 | 0.346 | 12.9
4_1_cts | 16.3 | 0.354 | 13.4
5_1_grt | 16.4 | 0.376 | 14.1
==> final cells by class <==
class / instances / area, um^2
clock inverter: 11 / 148
sequential: 384 / 7710
timing repair buffer: 128 / 961
fill: 1467 / 8650
tap: 234 / 293
clock buffer: 48 / 1010
==> path summary, 6_finish.rpt <==
check | start | endpoint | cells after the start
worst min-delay path | in[3] | pip1[3]$_DFF_P_ | 1
worst max-delay path | out[21]$_DFF_P_ | out[21] | 1
worst min register to register | pip4[31]$_DFF_P_ | pip5[31]$_DFF_P_ | 0
worst max register to register | pip5[45]$_DFF_P_ | out[45]$_DFF_P_ | 0
==> timing repair <==
item,4_1_cts,5_1_grt
pin swaps,0,0
gates resized,208,1
buffers inserted,0,0
setup endpoints to repair,64,64
Power and IR drop assume default switching activity.
