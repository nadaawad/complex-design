File: /design/flow/run.sh
#!/bin/bash
# OpenROAD 26Q1-2900-gdf79404cd8, Yosys 0.63+post, stock flow scripts
make -C /OpenROAD-flow-scripts/flow DESIGN_CONFIG=/design/flow/config.mk WORK_HOME=/design/flow/orfs finish
File: /design/flow/config.mk
export PLATFORM = sky130hd
export DESIGN_NAME = complex_TwoxOne_mux
export DESIGN_NICKNAME = complex_TwoxOne_mux
export VERILOG_FILES = /design/flow/design.v
export SDC_FILE = /design/flow/constraint.sdc
export NUM_CORES = 4
export LEC_CHECK = 1
export CORE_AREA = 10 10 95 95
export DIE_AREA = 0 0 105 105
File: /design/flow/constraint.sdc
current_design complex_TwoxOne_mux

set clk_period 1.0
set clk_io_pct 0.2

create_clock -name clk0 -period $clk_period

set non_clock_inputs [all_inputs -no_clocks]
set_input_delay [expr $clk_period * $clk_io_pct] -clock clk0 $non_clock_inputs
set_output_delay [expr $clk_period * $clk_io_pct] -clock clk0 [all_outputs]
File: /design/flow/design.v
`timescale 1 ns / 1 ps
module complex_TwoxOne_mux (mux_zero,mux_one,mux_output,mux_sel);
input wire [63:0] mux_zero;
input wire [63:0] mux_one;
input wire mux_sel;
output wire [63:0] mux_output;
assign mux_output = (mux_sel)?mux_one:mux_zero;
endmodule
==> out/metrics.cfg <==
[run_status]
status=complete, but fails checks
failed_checks=negative setup slack

[placement]
place_ws_ns=-0.537
gp_congestion=0.735
port_buffers=193
hpwlAfterDp_mm=6.03
dp.cells=359
placed_area_um2=3070

[grt]
grt_max_degree=12
grt_util_met3_pct=3.11
grt_pass1_wl_mm=9.66
busiest_layer=met2
gr-total-overflow=0
grt_usage_pct=11.2
antenna_found_initial=0
grt_util_met1_pct=10.8
grt_pass1_vias=1547
use_met2_pct=23.8

[floorplan]
die_y_um=105
rows=30
fp-utilization_pct=15.6
die_x_um=105
io_pins=193
core-area_um2=6910
dieArea_um2=11000

[detailed_routing]
viasPerCell=3.68
drt_iter0_markers=29
wirelength_mm=6.80
vias=1348
postRouteAntennaNets=0
firstDrtPassIters=3
wl_per_cell_um=18.6
drc=0
num_antenna_cells=0

[final_layout]
layout.cells.non_filler=366
seqCellArea_um2=0
design.seq.count=0
clock_buffers=0
final_area_um2=3130
lay_top_count=dlygate4sd2_1
area_growth_pct=190
drive_gt1_share_pct=52.6
fillers=720
lay_top_cells=dlygate4sd2_1 (120), mux2_4 (64), buf_6 (49)
fin_util_pct=45.3

[pwr]
p_leak_nw=1.68
power_density_nw_per_um2=402
power_mw=1.26
ir_drop_v=0.000183

[run]
maxCapViolations=0
warning_count=34

[logic_synthesis]
ys_chip_area_um2=1080
syn_area_um2=1080
yosysUniqueCellTypes=4
synth_top_area_share_pct=83.6
synth_cells=71
ys_warn_count=0
ys_cells=71
avgSynthCellArea_um2=15.2
yosysTopAreaCell=mux2_4
synth.area.top_cells=mux2_4 (84%), buf_12 (11%), mux2_2 (4.2%)
synth-seq-area-share_pct=0

[final_timing]
fin_crit_sh_pct=120
hold_viol=0
tns_ns=-5.89
finalSetupViolations=64
fmax_mhz=835
slew_violations=0
tightestPinTransition_ns=0.0949
slew_headroom_pct=93.7
rsz0062_at_grt=yes
fin_crit_ns=1.20
fin_ws_ns=-0.197
whs_ns=0.794

[worst_setup_path]
end_kind=primary output
cp_data_required_time_ns=0.80
start_kind=input port
criticalPathCategory=in2out
path_max_fanout=5
cp.arrival_ns=1.00

[worst_hold_path]
hp-class=in2out

-- cells in the mapped netlist --
library cell and instances:
mux2_4 60, buf_12 6, mux2_2 4, buf_6 1
-- layout make-up --
type	instances	area [µm²]	area share [%]
multi-input cells	64	961	30.7
repair buffers	206	2050	65.4
well taps	96	120	3.84
-- power by group --
part | internal, mW | total, mW | switching (mW)
Clock | 0 | 0 | 0
Sequential | 0 | 0 | 0
Combinational | 0.966 | 1.26 | 0.291
Total | 0.966 | 1.26 | 0.291
-- per-layer routing --
metal / up-vias / wire length [µm]
li1: 671 / -
met1: 604 / 2190
met2: 73 / 4090
met3: 0 / 515
met4: 0 / 0
met5: - / 0
-- kinds of logic (layout without fill, tap and decap cells) --
group	count (synthesis)	in the layout	share of synthesized area (%)
buffers and inverters	7	206	12.2
muxes	64	64	87.8
-- worst max-delay path, stage by stage --
cell    delay [ns]
buf_16        0.13
buf_16        0.14
buf_12        0.12
mux2_4        0.29
buf_6         0.11
-- worst paths after layout --
path / to / slack [ns] / depth (start not counted) / from
min: mux_output[3] / 0.79 / 3 / mux_zero[3]
max: mux_output[21] / -0.20 / 5 / mux_sel
-- timing repair --
action / in CTS / in global routing
setup endpoints to repair: 64 / 64
hold buffers: 0 / 0
resized: 386 / 9
cloned: 4 / 0
endpoints found under the hold margin: 0 / 0
setup buffers: 3 / 0
Power figures rest on the tool's default switching activity, not on a simulated workload.
