$ cat flow/constraint.sdc
current_design division

set clk_period 127.2
set clk_io_pct 0.2

create_clock -name clk0 -period $clk_period [get_ports {clk}]

set non_clock_inputs [all_inputs -no_clocks]
set_input_delay [expr $clk_period * $clk_io_pct] -clock clk0 $non_clock_inputs
set_output_delay [expr $clk_period * $clk_io_pct] -clock clk0 [all_outputs]
$ cat flow/run.sh
#!/bin/bash
# OpenROAD 26Q1-2900-gdf79404cd8, Yosys 0.63+post, stock flow scripts
make -C /OpenROAD-flow-scripts/flow DESIGN_CONFIG=/design/flow/config.mk WORK_HOME=/design/flow/orfs finish
$ cat flow/design.v
module a_s(op_a, op_m, as, outp);
   parameter        NBITS = 6;
   input [NBITS:0]  op_a;
   input [NBITS:0]  op_m;
   input            as;
   output [NBITS:0] outp;
   reg [NBITS:0]    outp;
   always @(as or op_a or op_m)
   begin: adder_subt
      if (as == 1'b1)
         outp <= op_a + op_m;
      else
         outp <= op_a - op_m;
   end
endmodule
module div_nr_wsticky(A, B, Q, sticky);
   parameter             NBITS = 6;
   parameter             PBITS = 8;
   input [NBITS-1:0]     A;
   input [NBITS-1:0]     B;
   output [PBITS-1:0]    Q;
   output                sticky;
   parameter [NBITS-1:0] ZEROS = 0;
   reg [NBITS:0]         YY_in[0:PBITS];
   reg [PBITS-1:0]       QQ_in[0:PBITS];
   reg [NBITS:0]         m_cablesIn[0:PBITS];
   wire [NBITS:0]        m_cablesOut[0:PBITS];
   wire [PBITS:0]        a_or_s;
   wire [PBITS-1:0]      QQ;
   wire [NBITS-1:0]      YY;
   wire [NBITS-1:0]      XX;
   assign XX = A;
   assign YY = B;
   assign Q = QQ;
   assign a_or_s[0] = 1'b0;
   always @(*) m_cablesIn[0] <= {1'b0, XX};
   always @(*) YY_in[0] <= {1'b0, YY};
   generate
      begin : xhdl0
         genvar                I;
         for (I = 0; I <= PBITS - 1; I = I + 1)
         begin : divisor
            a_s #(NBITS) int_mod(.op_a(m_cablesIn[I]), .op_m(YY_in[I]), .as(a_or_s[I]), .outp(m_cablesOut[I]));
         end
      end
   endgenerate
   generate
      begin : xhdl1
         genvar                I;
         for (I = 0; I <= PBITS - 1; I = I + 1)
         begin : conex
            assign a_or_s[I + 1] = m_cablesOut[I][NBITS];
            always @(*) m_cablesIn[I + 1] <= {m_cablesOut[I][NBITS - 1:0], 1'b0};
            always @(*) YY_in[I + 1] <= YY_in[I];
            always @(*) QQ_in[I + 1][I] <= a_or_s[I + 1];
            if (I > 0)
            begin : rest
               always @(*) QQ_in[I + 1][I - 1:0] <= QQ_in[I][I - 1:0];
            end
         end
      end
   endgenerate
   generate
      begin : xhdl2
         genvar                I;
         for (I = 0; I <= PBITS - 1; I = I + 1)
         begin : quotient
            assign QQ[I] = (~QQ_in[PBITS][PBITS - 1 - I]);
         end
      end
   endgenerate
   assign sticky = (m_cablesOut[PBITS - 1] == ZEROS) ? 1'b0 : 
                   1'b1;
endmodule
`timescale 1 ns / 1 ps
module division ( clk ,start ,A ,B ,result ,finish_flag );
output [31:0] result ;
wire [31:0] result ;
output finish_flag ;
reg  finish_flag ;
input clk ;
wire clk ;
input start ;
wire start ;
input [31:0] A ;
wire [31:0] A ;
input [31:0] B ;
wire [31:0] B ;
reg count;
FP_div D(A, B, clk, start, result);
initial
	begin
		count=0;
		finish_flag=0;
	end	
	always@(posedge clk)
		begin 
			if(start==0)
				begin
					count<=0;
	                finish_flag<=0;
		         end
			else if(start&&count<1'b1) 
				begin
					count<= count+1;
				end
			else if(start&&count==1'b1)
				begin
					finish_flag <= 1; 
				end
			end	
endmodule
module FP_div(FP_A, FP_B, clk, ce, FP_Z);
   parameter         K = 32;
   parameter         P = 24;
   parameter         E = 8;
   input [K-1:0]     FP_A;
   input [K-1:0]     FP_B;
   input             clk;
   input             ce;
   output [K-1:0]    FP_Z;
   reg [K-1:0]       FP_Z;
   parameter [K-1:0] ZEROS = 1'b0;
   parameter [K-1:0] ONES = 32'hffffffff;
   parameter [E-1:0] BIAS = {1'b0, ONES[E - 2:0]};
   parameter         PBITS = P + 3;
   reg [K-1:0]       A_int;
   reg [K-1:0]       B_int;
   reg [K-1:0]       FP_Z_int;
   wire [E-1:0]      exp_A;
   wire [E-1:0]      exp_B;
   wire [P-1:0]      frac_A;
   wire [P-1:0]      frac_B;
   wire              sign_A;
   wire              sign_B;
   wire              expA_FF;
   wire              expB_FF;
   wire              expA_Z;
   wire              expB_Z;
   wire              fracA_Z;
   wire              fracB_Z;
   wire [E:0]        exp_noBIAS;
   wire [E:0]        exp_Biased;
   wire [E:0]        exp_Biased_Norm;
   wire              isNaN_A;
   wire              isNaN_B;
   wire              isInf_A;
   wire              isInf_B;
   wire              isZero_A;
   wire              isZero_B;
   wire              isNaN;
   wire              isInf;
   wire              isZero;
   wire              sign;
   wire [PBITS-1:0]  frac_div;
   wire [PBITS-1:0]  frac_div_shifted;
   wire [PBITS-2:0]  fr_sh;
   wire [P-2:0]      frac_final;
   wire              underflow;
   wire              overflow;
   wire [E-1:0]      exp_final;
   wire              sticky_bit;
   wire              div_by_zero;
   always @(posedge clk)
      begin
         if (ce == 1'b1)
         begin
            A_int <= FP_A;
            B_int <= FP_B;
         end
      end
   assign sign_A = A_int[K - 1];
   assign sign_B = B_int[K - 1];
   assign exp_A = A_int[K - 2:K - E - 1];
   assign exp_B = B_int[K - 2:K - E - 1];
   assign frac_A = {1'b1, A_int[P - 2:0]};
   assign frac_B = {1'b1, B_int[P - 2:0]};
   assign expA_FF = (A_int[K - 2:K - E - 1] == ONES[K - 2:K - E - 1]) ? 1'b1 : 
                    1'b0;
   assign expB_FF = (B_int[K - 2:K - E - 1] == ONES[K - 2:K - E - 1]) ? 1'b1 : 
                    1'b0;
   assign expA_Z = (A_int[K - 2:K - E - 1] == ZEROS[K - 2:K - E - 1]) ? 1'b1 : 
                   1'b0;
   assign expB_Z = (B_int[K - 2:K - E - 1] == ZEROS[K - 2:K - E - 1]) ? 1'b1 : 
                   1'b0;
   assign fracA_Z = (A_int[P - 2:0] == ZEROS[P - 2:0]) ? 1'b1 : 
                    1'b0;
   assign fracB_Z = (B_int[P - 2:0] == ZEROS[P - 2:0]) ? 1'b1 : 
                    1'b0;
   assign isNaN_A = expA_FF & ((~fracA_Z));
   assign isNaN_B = expB_FF & ((~fracB_Z));
   assign isInf_A = expA_FF;
   assign isInf_B = expB_FF;
   assign isZero_A = expA_Z & fracA_Z;
   assign isZero_B = expB_Z & fracB_Z;
   assign div_by_zero = expB_Z;
   assign isNaN = isNaN_A | isNaN_B;
   assign isInf = isInf_A | isInf_B | div_by_zero;
   assign isZero = isZero_A & (~isZero_B);
   assign exp_noBIAS = ({1'b0, exp_A}) - ({1'b0, exp_B});
   assign exp_Biased = exp_noBIAS + ({1'b0, BIAS});
   assign sign = sign_A ^ sign_B;
   div_nr_wsticky #(P,PBITS) a_div(.A(frac_A), .B(frac_B), .Q(frac_div), .sticky(sticky_bit));
   assign frac_div_shifted = (frac_div[PBITS - 1] == 1'b0) ? {frac_div[PBITS - 2:0], 1'b0} : 
                             frac_div;
   assign exp_Biased_Norm = (frac_div[PBITS - 1] == 1'b0) ? exp_Biased - 1 : 
                            exp_Biased;
   assign exp_final = exp_Biased_Norm[E - 1:0];
   assign overflow = (((exp_Biased_Norm[E:E - 1] == 2'b10) | (exp_Biased_Norm[E:0] == {1'b0, ONES[E - 1:0]}))) ? 1'b1 : 
                     1'b0;
   assign underflow = (((exp_Biased_Norm[E:E - 1] == 2'b11) | (exp_Biased_Norm[E - 1:0] == ZEROS[E - 1:0]))) ? 1'b1 : 
                      1'b0;
   assign fr_sh = frac_div_shifted[PBITS - 2:0];
   assign frac_final = ((fr_sh[2] == 1'b1 & (sticky_bit == 1'b1 | fr_sh[0] == 1'b1 | fr_sh[1] == 1'b1))) ? fr_sh[PBITS - 2:PBITS - P] + 1 : 
                       (((sticky_bit == 1'b1) & (fr_sh[2:0] == 3'b100) & (fr_sh[3] == 1'b1))) ? fr_sh[PBITS - 2:PBITS - P] + 1 : 
                       fr_sh[PBITS - 2:PBITS - P];
   always @(sign or isNaN or isInf or isZero or exp_final or frac_final or underflow or overflow)
   begin: packing
      FP_Z_int[K - 1] <= sign;
      if (isNaN == 1'b1)
      begin
         FP_Z_int[K - 2:P - 1] <= ONES[E - 1:0];
         FP_Z_int[P - 2:0] <= {1'b1, ZEROS[P - 3:0]};
      end
      else if ((isInf == 1'b1) | (overflow == 1'b1))
      begin
         FP_Z_int[K - 2:P - 1] <= ONES[E - 1:0];
         FP_Z_int[P - 2:0] <= ZEROS[P - 2:0];
      end
      else if ((isZero == 1'b1) | (underflow == 1'b1))
      begin
         FP_Z_int[K - 2:P - 1] <= ZEROS[E - 1:0];
         FP_Z_int[P - 2:0] <= ZEROS[P - 2:0];
      end
      else
      begin
         FP_Z_int[K - 2:P - 1] <= exp_final;
         FP_Z_int[P - 2:0] <= frac_final;
      end
   end
   always @(posedge clk)
   begin: final_reg
      begin
         if (ce == 1'b1)
            FP_Z <= FP_Z_int;
      end
   end
endmodule
$ cat flow/config.mk
export PLATFORM = sky130hd
export DESIGN_NAME = division
export DESIGN_NICKNAME = division
export VERILOG_FILES = /design/flow/design.v
export SDC_FILE = /design/flow/constraint.sdc
export NUM_CORES = 4
export LEC_CHECK = 1
export CORE_UTILIZATION = 40
==> impl_metrics.ini <==
; flow metrics
[finish]
layout-drive-gt1-share_pct = 3.31
area_delta_synth_final_pct = 7.29
fin_cells = 8786
fin_area_sq_mm = 0.0553

[final_timing]
rsz0062_at_grt = false
clock.fmax_mhz = 14.4
skew_ns = 0.0205
min_period_over_period_pct = 54.6
fin_tns_setup_ns = 0
max_slew_margin_pct = 26.4
drv_slew = 0
worstMarginPinSlew_ns = 1.09
setup_viol = 0
hold_viol_final = 0
min_period_ns = 69.50

[global_route]
grt.total_usage_pct = 24.3
met2_usage_pct = 38.6
grt.met3_usage_pct = 4.05
gr-usage-met1_pct = 34.8
grt_pass1_wl_microns = 250000
overflow = 0
antenna_found_initial = 11
grt_pass1_vias = 45900
busiest_layer = met2
grt_start_max_net_pins = 51

[worst_setup_path]
crit_path_end_kind = flip-flop
worstPathMaxFanout = 44
path_common_cell = a21o_1
cp.arrival_ns = 69.68
critPathSlowestCell = a2111oi_0
required_ns = 127.37
cp-start-kind = flip-flop
cpPeakStageDelay_ns = 0.76
crit_type = reg -> reg

[route]
drtIter0Drc = 3296
route.detailed.drc = 0
ant_nets = 0
wl_microns = 159000
vias = 49000
avgRoutedWirePerCell_microns = 18.1
drt_first_pass_iters = 6
vias_per_cell = 5.58

[placement]
io_buffers = 98
dp.cells = 8766
dp_hpwl_microns = 125000
place_congestion = 0.966
placed_area_sq_mm = 0.0550

[clocking]
post_cts_resized = 0
postCtsSetupBuffers = 0
cts_tree = yes
cts_root_buffer = clkbuf_16
cts_buffers = 9
clk_pin_slew_ns = 0.10
clock_sinks = 98
cts_hold_buf = 0
clockBufferDepth = 2
clk_latency_ns = 0.43
cts_max_level = 3

[yosys]
synth_cell_types = 103
topCellsByArea = ha_1, xnor2_1, nor2_1, a21oi_1, edfxtp_1
yosysWarnings = 10
synth.avg_cell_area_sq_um = 7.31
top_cell = nor2_1
yosys-top-cells-count = nor2_1, ha_1, a21oi_1, xnor2_1, inv_1
ys_area_sq_mm = 0.0516
yosysTopAreaCell = ha_1
ys_async_sr_fraction_pct = 0
ys_cells = 7051
ff_type = edfxtp_1
synth_seq_share_pct = 5.67
synth_top_area_share_pct = 26.7
syn_inst = 7051
synth_area_sq_mm = 0.0516
edf_count = 96
ys_ff = 98

[floorplanning]
chipArea_sq_mm = 0.130
die-height_microns = 361
placementRows = 131
die_width_microns = 361
boundaryPins = 99
fp_util_pct = 40.4
core_area_sq_mm = 0.128

[job]
tool_warnings = 422
drv_cap = 0

[hold_path]
worstHoldPathType = reg -> reg

[outcome]
status = finished, final reports clean
cell type report:
cell class	instances	area (sq um)
Fill cell	12600	72400
Multi-Input combinational cell	6394	46600
Sequential cell	98	2920
Tap cell	1662	2080
Timing Repair Buffer	213	1850
Inverter	399	1500
Clock buffer	9	225
Clock inverter	7	98.8
Antenna cell	4	10.0
registers in the layout (all words and copies together) (netlist names):
name         flops
count            1
finish_flag      1
D.A_int         32
D.B_int         32
D.FP_Z          32
critical path, delay by kind of cell (launching register included):
kind / cells / cell delay (ns)
AOI/OAI and AO/OA: 215 / 39.70
xor gates and xnor gates: 15 / 3.73
adders and majority gates: 14 / 4.85
buffers and inverters: 14 / 5.08
DFF: 1 / 0.33
muxes: 12 / 2.98
and+or+nand+nor: 88 / 12.14
layer usage:
| metal | share of wire, % | vias up |
|---|---|---|
| li1 | - | 25200 |
| met1 | 48 | 22400 |
| met2 | 43 | 1130 |
| met3 | 5.8 | 216 |
| met4 | 2.6 | 10 |
| met5 | 0.049 | - |
logic make-up (layout without fill, tap and decap cells):
group	after synthesis	in the layout	synth area share [%]
AND/OR/NAND/NOR	2162	2162	18.8
flip-flops	98	98	5.67
other	0	4	0
adder cells (fa/ha/maj)	1128	1128	27.8
XOR/XNOR	679	679	11.9
buffers and inverters	559	628	4.10
AND-OR/OR-AND	2132	2132	25.9
multiplexers	293	293	5.95
path summary, 6_finish.rpt:
| path | startpoint | endpoint | slack, ns | depth (start not counted) |
|---|---|---|---|---|
| setup / recovery | D.B_int[5] | D.FP_Z[22] | 57.70 | 358 |
| hold / removal | count | finish_flag | 0.44 | 1 |
| setup reg to reg | D.B_int[5] | D.FP_Z[22] | 57.70 | 358 |
| hold reg to reg | count | finish_flag | 0.44 | 1 |
cells in the final DEF (no fill, tap or decap), types with 26 or more instances in the layout:
master / netlist / layout
a211oi_1: 36 / 36
a21o_1: 270 / 270
a21oi_1: 783 / 783
and2_1: 31 / 31
and3_1: 28 / 28
buf_4: 0 / 115
clkdlybuf4s50_1: 0 / 97
edfxtp_1: 96 / 96
fa_1: 26 / 26
ha_1: 1102 / 1102
inv_1: 396 / 390
mux2i_1: 261 / 261
nand2_1: 339 / 339
nand2b_1: 108 / 107
nand3_1: 67 / 67
nand3b_1: 42 / 42
nand4_1: 26 / 26
nor2_1: 1200 / 1197
nor2b_1: 66 / 65
nor3_1: 96 / 95
nor4_1: 27 / 27
o211ai_1: 26 / 26
o21a_1: 36 / 36
o21ai_0: 354 / 354
o21bai_1: 330 / 329
o22ai_1: 31 / 31
o31ai_1: 34 / 34
or3_1: 37 / 37
xnor2_1: 576 / 571
xor2_1: 90 / 89
through the flow:
stage               utilization (%)  hold WS, ns  setup slack (ns)
floorplan                         -        0.405             64.24
global placement               43.1        0.414             59.39
detailed placement             43.1        0.420             58.85
CTS                            43.3        0.445             58.39
global route                   43.3        0.461             51.39
finish                         43.3        0.442             57.70
