==> /design/flow/design.v <==
module OutputIEEE_8_23_to_8_23(clk, rst, X, R);
   input            clk;
   input            rst;
   input [8+23+2:0] X;
   output [31:0]    R;
   wire [7:0]       expX;
   wire [22:0]      fracX;
   wire [1:0]       exnX;
   wire             sX;
   wire             expZero;
   wire [22:0]      sfracX;
   wire [22:0]      fracR;
   wire [7:0]       expR;
   assign expX = X[30:23];
   assign fracX = X[22:0];
   assign exnX = X[33:32];
   assign sX = ((exnX == 2'b01 | exnX == 2'b10 | exnX == 2'b00)) ? X[31] : 
               1'b0;
   assign expZero = (expX == 8'b00000000) ? 1'b1 : 
                    1'b0;
   assign sfracX = ((exnX == 2'b00)) ? 23'b00000000000000000000000 : 
                   ((expZero == 1'b1 & exnX == 2'b01)) ? {1'b1, fracX[22:1]} : 
                   ((exnX == 2'b01)) ? fracX : 
                   {22'b0000000000000000000000, exnX[0]};
   assign fracR = sfracX;
   assign expR = ((exnX == 2'b00)) ? 8'b00000000 : 
                 ((exnX == 2'b01)) ? expX : 
                 8'b11111111;
   assign R = {sX, expR, fracR};
endmodule
==> /design/flow/run.sh <==
#!/bin/bash
# OpenROAD 26Q1-2900-gdf79404cd8, Yosys 0.63+post, stock flow scripts
make -C /OpenROAD-flow-scripts/flow DESIGN_CONFIG=/design/flow/config.mk WORK_HOME=/design/flow/orfs finish
==> /design/flow/config.mk <==
export PLATFORM = sky130hd
export DESIGN_NAME = OutputIEEE_8_23_to_8_23
export DESIGN_NICKNAME = OutputIEEE_8_23_to_8_23
export VERILOG_FILES = /design/flow/design.v
export SDC_FILE = /design/flow/constraint.sdc
export NUM_CORES = 4
export LEC_CHECK = 1
export CORE_AREA = 10 10 81 81
export DIE_AREA = 0 0 91 91
==> /design/flow/constraint.sdc <==
current_design OutputIEEE_8_23_to_8_23

set clk_period 3.4
set clk_io_pct 0.2

create_clock -name clk0 -period $clk_period

set non_clock_inputs [all_inputs -no_clocks]
set_input_delay [expr $clk_period * $clk_io_pct] -clock clk0 $non_clock_inputs
set_output_delay [expr $clk_period * $clk_io_pct] -clock clk0 [all_outputs]
==> out/highlights.md <==
- 4 — iteration tally of the first detailed-router pass
- 0 — Overflow after GRT
- 25 — Rows
- 2580 ps — arrival time reported for the critical path endpoint
- 0 — antenna violations before repair
- 91 µm — height of the die
- 13.89 µm — average detailed-routed wire length per instance
- sky130_fd_sc_hd__a21oi_1 — most common cell in the synthesized netlist
- 0.4444 nW — static leakage
- 23 — maximum number of pins on one net before global-route repair
- 3166 µm — Routed Wire Length
- 0% — proportion of power drawn by flip-flops and latches
- 0 — post-route antenna net violation count
- complete, no violations — status
- sky130_fd_sc_hd__a21oi_1, sky130_fd_sc_hd__nand3_1, sky130_fd_sc_hd__o21ai_1 — most frequent cells after synthesis
- 7.230% — overall fraction of global-route tracks in use
- 4817 µm² — core region area
- 0 — DRC violations left
- 0 — number of slew-limit violations in the final report
- 0 — flip-flops
- primary input — nature of the critical path startpoint
- 93.16 nW/µm² — pwr dens
- 15 — distinct cell type count after synthesis
- 0 — diode insertion count for antenna repair
- 0 — number of clock buffers in the layout
- 0 — Final Hold Violating Endpoints
- 257.4 ps — slew of the pin with the lowest slew margin
- R[0] — sink of the worst hold path
- X[0] — launch instance of the worst min-delay path
- 82.69% — Slew Limit Headroom
- 4.180 — Avg Vias per Cell
- 21.78% — top cell type's share of synthesized area
- 2060 ps — worst hold-check slack
- 3256 ps — Min Clock Period, post-route
- 0 — Maximum Capacitance Violations
- 0 — count of yosys warnings during synthesis
- 95 — number of cells produced by synthesis
- 2418 µm — HPWL Detailed
- 307.1 MHz — Peak Freq
- 39 — number of DRC markers after the initial detailed-route iteration
- 228 — filler-free cell count of the finished design
- 95 — count of instantiated cells in the yosys netlist
- 5154 µm — wire length of the first global-routing pass
- in2out — classification of the worst-slack hold path
- output port — endpoint class of the critical path
- 8281 µm² — Die Outline Area
- 2720 ps — Worst EP required
- 66 — count of port buffers added during placement
- 22 — top fanout value on the critical path
- 10.49% — Pre-Place Util
- no — unrepaired setup endpoints after global routing
- 0.6773 — global placer's final weighted congestion
- 0.03958 mW — Switching Power
- 34 — warning total across the stage logs
- 68 — number of I/O pins
- 91 µm — Die X
- 953 — vias post-DR
- 0 µm² — Sequential cell area
- 9.938% — fraction of final layout cells with drive strength greater than 1
- in2out — critical path start-end classification
- 3 — hold path depth
- 0 — Post-CTS Repair Setup Buffers
- 5.321 µm² — mean area per synthesized cell
- 0% — share of synthesized area occupied by flip-flops and latches
- 986 — vias in the first global route
- 95.77% — post-layout period usage of the worst path
- 0 — final setup violating endpoints
- 505.5 µm² — Synth Cell Area
- 228 — count of placed standard cells including taps
- 32.40% — share of total power consumed by net switching
- sky130_fd_sc_hd__a21oi_1, sky130_fd_sc_hd__nand3_1, sky130_fd_sc_hd__a21o_1 — ranking of synthesized cells by area
- 0.08257 mW — design internal power
- 100.0% — combinational share of power
- 505.5 µm² — Yosys Chip Area
- 159.4% — area growth from synthesis to final layout
- 0 ps — Fin Setup TNS
- 0.00003981 V — Worst IR Drop VDD
- 0% — clock power share
- sky130_fd_sc_hd__a21oi_1 — biggest area consumer among synthesized cells
- 0 — post-cts hold buffer count
==> logic make-up after synthesis <==
kind of cell,after synthesis,synth area share [%]
compound gates,53,57.92
simple gates,29,31.19
buf+inv,13,10.89
==> how the worst max path moves through the flow <==
stage	end	start	slack (ps)
4_1_cts	R[0]	X[29]	10
5_1_grt	R[6]	X[27]	0.8
6_report	R[1]	X[29]	140
==> area by class of cell <==
class              instances  area [µm²]
repair buffers            79       764.5
multi-input cells         82       462.9
fillers                  561        3506
well taps                 67       83.83
==> cells in the final DEF (no fill, tap or decap) <==
master	synthesis	layout
sky130_fd_sc_hd__nor2_1	2	2
sky130_fd_sc_hd__clkdlybuf4s50_1	0	65
sky130_fd_sc_hd__nand2b_1	1	1
sky130_fd_sc_hd__nor4_2	0	2
sky130_fd_sc_hd__buf_6	0	1
sky130_fd_sc_hd__or4_1	2	2
sky130_fd_sc_hd__o21ai_0	10	10
sky130_fd_sc_hd__or4_4	1	1
sky130_fd_sc_hd__o311a_1	1	1
sky130_fd_sc_hd__a21boi_0	1	1
sky130_fd_sc_hd__buf_4	1	12
sky130_fd_sc_hd__o21ai_1	11	11
sky130_fd_sc_hd__nand3_1	21	21
sky130_fd_sc_hd__a21o_1	8	8
sky130_fd_sc_hd__a21oi_1	22	22
sky130_fd_sc_hd__dlymetal6s2s_1	0	1
==> timing repair <==
action | in CTS | in global routing
endpoints found under the hold margin | 0 | 0
endpoints found under the setup margin | 0 | 3
resized | 0 | 2
==> power by group through the flow <==
stage         sequential, mW  clock (mW)  combinational (mW)
CTS                        0           0               0.124
global route               0           0               0.134
finish                     0           0               0.122
==> per-stage QoR <==
step	power, mW	util [%]	setup slack [ps]	cell area [µm²]
after floorplan	0.02828	-	931.6	505.5
after global placement	0.1235	27.09	18.76	1305
after detailed placement	0.1231	27.09	22.29	1305
after CTS	0.1244	27.09	13.43	1305
after global routing	0.1337	27.22	0.8054	1311
final	0.1222	27.22	143.8	1311
==> routing by layer <==
metal  up-vias  GRT usage [%]  part of all wire, %
met2        47          11.63                   43
li1        491              -                    -
met5         -              0                    0
met4         0              0                    0
met1       415          9.676                   47
met3         0          2.573                  9.9
==> critical path: stages <==
cell	delay, ps
sky130_fd_sc_hd__clkdlybuf4s50_1	420
sky130_fd_sc_hd__or4_4	540
sky130_fd_sc_hd__buf_4	220
sky130_fd_sc_hd__o21ai_0	180
sky130_fd_sc_hd__a21oi_1	80
sky130_fd_sc_hd__clkdlybuf4s50_1	440
Power is estimated from default activity; no workload was simulated.
